--- config.mk ---
export PLATFORM = sky130hd
export DESIGN_NAME = uart_top_2
export DESIGN_NICKNAME = uart_top_2
export VERILOG_FILES = /design/flow/design.v
export SDC_FILE = /design/flow/constraint.sdc
export NUM_CORES = 4
export LEC_CHECK = 1
export CORE_UTILIZATION = 30
--- constraint.sdc ---
current_design uart_top_2

set clk_period 3.8
set clk_io_pct 0.2

create_clock -name clk0 -period $clk_period [get_ports {i_clk}]

set non_clock_inputs [all_inputs -no_clocks]
set_input_delay [expr $clk_period * $clk_io_pct] -clock clk0 $non_clock_inputs
set_output_delay [expr $clk_period * $clk_io_pct] -clock clk0 [all_outputs]
--- design.v ---
module uart_rx
	#(parameter CLKS_PER_BIT = 868)
(
input i_clk,
input i_Rx_Serial,
output[7:0] o_Rx_Byte, 
output o_Rx_DV
);
parameter s_IDLE = 3'b000;
parameter s_RX_START_BIT = 3'b001;
parameter s_RX_DATA_BITS = 3'b010;
parameter s_RX_STOP_BIT = 3'b011;
parameter s_CLEANUP = 3'b100;
reg r_Rx_Data_R = 1'b1;
reg r_Rx_Data = 1'b1;
reg[7:0] r_Rx_Byte = 0;
	reg[9:0] r_Clock_Count = 0;
reg[2:0] r_Bit_Index = 0;
reg[2:0] r_SM_Main = 0;
reg r_Rx_DV = 0;
always @(posedge i_clk)
	begin
		r_Rx_Data_R <= i_Rx_Serial;
		r_Rx_Data <= r_Rx_Data_R;
	end
always @(posedge i_clk)
	begin
		case(r_SM_Main)
			s_IDLE:
				begin
					r_Clock_Count <= 0;
					r_Bit_Index <= 0;
					r_Rx_DV <= 1'b0;
					if (r_Rx_Data == 1'b0)
						r_SM_Main <= s_RX_START_BIT;
					else
						r_SM_Main <= s_IDLE;
				end
			s_RX_START_BIT:
				begin
					if (r_Clock_Count == (CLKS_PER_BIT-1)/2)  
						begin
							if (r_Rx_Data == 1'b0)
								begin
									r_Clock_Count <= 0;
									r_SM_Main <= s_RX_DATA_BITS;
								end
							else
								r_SM_Main <= s_IDLE;
						end
					else
						begin
							r_Clock_Count <= r_Clock_Count + 1;
							r_SM_Main <= s_RX_START_BIT;
						end
				end
			s_RX_DATA_BITS:
				begin
					if (r_Clock_Count < CLKS_PER_BIT-1)
						begin
							r_Clock_Count <= r_Clock_Count + 1;
							r_SM_Main <= s_RX_DATA_BITS;
						end
					else
						begin
							r_Clock_Count <= 0;
							r_Rx_Byte[r_Bit_Index] <= r_Rx_Data;
								if (r_Bit_Index < 7)
									begin
										r_Bit_Index <= r_Bit_Index + 1;
										r_SM_Main <= s_RX_DATA_BITS;
									end
								else
									begin
										r_Bit_Index <= 0;
										r_SM_Main <= s_RX_STOP_BIT;
									end
						end
				end
			s_RX_STOP_BIT:
				begin
					if (r_Clock_Count < CLKS_PER_BIT-1)
						begin
							r_Clock_Count <= r_Clock_Count + 1;
							r_SM_Main <= s_RX_STOP_BIT;
						end
					else
						begin
							r_Clock_Count <= 0;
							r_Rx_DV <= 1'b1;
							r_SM_Main <= s_CLEANUP;
						end
				end
			s_CLEANUP:
				begin
					r_Rx_DV <= 1'b0;
					r_SM_Main <= s_IDLE;
				end
			default:
				r_SM_Main <= s_IDLE;
		endcase
	end
assign o_Rx_Byte = r_Rx_Byte;
assign o_Rx_DV = r_Rx_DV;
endmodule
module uart_top_2(
    input i_clk,
    input i_uart_rxd,
    input i_tx_dv,
    input[7:0] i_tx_byte,
    output[7:0] o_rx_byte,
    output o_uart_txd,
    output o_rx_dv_led,
    output o_tx_done,
    output o_tx_active_led
    );
    parameter CLKS_PER_BIT = 868;
        wire[7:0] rx_byte;
        wire rx_dv;
        wire tx_active;
        wire tx_done;
    uart_rx#(
    .CLKS_PER_BIT(CLKS_PER_BIT))
    i_uart_rx (
    .i_clk (i_clk),
    .i_Rx_Serial(i_uart_rxd),
    .o_Rx_Byte(rx_byte),
    .o_Rx_DV(rx_dv)
    );
    uart_tx#(
    .CLKS_PER_BIT(CLKS_PER_BIT))
    i_uart_tx (
    .i_clk(i_clk),
    .i_Tx_DV(i_tx_dv),
    .i_Tx_Byte(i_tx_byte),
    .o_Tx_Serial(o_uart_txd),
    .o_Tx_Active(tx_active),
    .o_Tx_Done(tx_done)
    );
    assign o_rx_dv_led = rx_dv;
    assign o_tx_active_led = tx_active;
    assign o_tx_done = tx_done;
    assign o_rx_byte = rx_byte;
endmodule
module uart_tx
	#(parameter CLKS_PER_BIT = 868)
(
input i_clk,
input i_Tx_DV,
input[7:0] i_Tx_Byte,
output reg o_Tx_Serial,
output o_Tx_Done,
output o_Tx_Active
);
parameter s_IDLE = 3'b000;
parameter s_TX_START_BIT = 3'b001;
parameter s_TX_DATA_BITS = 3'b010;
parameter s_TX_STOP_BIT = 3'b011;
parameter s_CLEANUP = 3'b100;
	reg[9:0] r_Clock_Count = 0;
reg[7:0] r_Tx_Data = 0;
reg[2:0] r_Bit_Index = 0;
reg[2:0] r_SM_Main = 0;
reg r_Tx_Done = 0;
reg r_Tx_Active = 0;
always @(posedge i_clk)
	begin	
		case(r_SM_Main)
				s_IDLE:
					begin
						r_Clock_Count <= 0;
						r_Bit_Index <= 0;
						r_Tx_Done <= 1'b0;
						o_Tx_Serial <= 1'b1;  
						if (i_Tx_DV == 1'b1)
							begin
								r_Tx_Active <= 1'b1;     
								r_Tx_Data <= i_Tx_Byte;  
								r_SM_Main <= s_TX_START_BIT;
							end
						else
							r_SM_Main <= s_IDLE;
					end
				s_TX_START_BIT:
					begin
						o_Tx_Serial <= 1'b0;
							if (r_Clock_Count < CLKS_PER_BIT-1)
								begin
									r_Clock_Count <= r_Clock_Count +1;
									r_SM_Main <= s_TX_START_BIT;
							 	end
							else
								begin
									r_Clock_Count <= 0;
									r_SM_Main <= s_TX_DATA_BITS;
								end
					end
				s_TX_DATA_BITS:
					begin
						o_Tx_Serial <= r_Tx_Data[r_Bit_Index];
							if (r_Clock_Count < CLKS_PER_BIT-1)
								begin
									r_Clock_Count <= r_Clock_Count +1;
									r_SM_Main <= s_TX_DATA_BITS;
								end
							else
								begin
									r_Clock_Count <= 0;
									if (r_Bit_Index < 7)
										begin
											r_Bit_Index <= r_Bit_Index +1;
											r_SM_Main <= s_TX_DATA_BITS;
										end
									else
										begin
											r_Bit_Index <= 0;
											r_SM_Main <= s_TX_STOP_BIT;
										end
								end
					end
				s_TX_STOP_BIT:
					begin
						o_Tx_Serial <= 1'b1;
							if (r_Clock_Count < CLKS_PER_BIT-1)
								begin
									r_Clock_Count <= r_Clock_Count +1;
									r_SM_Main <= s_TX_STOP_BIT;
								end
							else
								begin
									r_Clock_Count <= 0;
									r_Tx_Active <= 1'b0;
									r_Tx_Done <= 1'b1;
									r_SM_Main <= s_CLEANUP;
								end
					end
				s_CLEANUP:
					begin
						r_Tx_Done <= 1'b1;
						r_SM_Main <= s_IDLE;
					end
				default:
					r_SM_Main <= s_IDLE;
		endcase
	end
assign o_Tx_Active = r_Tx_Active;
assign o_Tx_Done = r_Tx_Done;
endmodule
--- run.sh ---
#!/bin/bash
# OpenROAD 26Q1-2900-gdf79404cd8, Yosys 0.63+post, stock flow scripts
make -C /OpenROAD-flow-scripts/flow DESIGN_CONFIG=/design/flow/config.mk WORK_HOME=/design/flow/orfs finish
==> flow_summary.json <==
{
  "yosysWarnings": 2,
  "drtIter0Drc": 50,
  "fin_setup_tns_ps": 0,
  "post-route-min-period_ps": 2080,
  "timing.critical_path.arrival_ps": 2140,
  "grt_use_total": 0.0995,
  "groute.layer.met1.usage": 0.149,
  "rsz_0062_raised_after_global_routing": "false",
  "criticalPathCategory": "flop to flop",
  "postLayoutSetupSlackWorst_ps": 1720,
  "critPathMaxFanout": 10,
  "cts.sinks": 54,
  "drt.antenna.violating_nets": 0,
  "most_frequently_placed_logic_cell_in_the_final_layout": "sky130_fd_sc_hd__edfxtp_1",
  "rows": 33,
  "max_slew_margin_vs_limit": 0.657,
  "ioPinCount": 23,
  "drcViolationCount": 0,
  "area_growth_syn_to_layout_pct": 16.4,
  "edf_count": 46,
  "dp_slack_ps": 1680,
  "wl_final_mm": 4.20,
  "core_area_um2": 8380,
  "clock_latency_reported_for_the_late_side_of_the_worst_skew_pair_ps": 300,
  "ys_dominant_reg_cell": "sky130_fd_sc_hd__edfxtp_1",
  "postSynthRegisterBits": 54,
  "crit_path_start_kind": "flop",
  "grt.met2_usage": 0.161,
  "comb_area_um2": 1010,
  "post_cts_buffers": 0,
  "crit_path_end_kind": "flop",
  "synth_chip_area_um2": 2640,
  "grt-ovfl-total": 0,
  "tritoncts": "yes",
  "antenna_cell_count": 0,
  "chipHeight_um": 95.9,
  "ys_seq_share": 0.583,
  "timing.final.crit_share": 0.547,
  "async_flop_share": 0,
  "synth_top_cell_by_area": "sky130_fd_sc_hd__edfxtp_1",
  "post_cts_resized": 0,
  "num-fill-cells": 794,
  "tightestPinTransition_ps": 515,
  "grt_busiest_layer": "met2",
  "power.ir.vdd_worst_uv": 166,
  "cts-htree-levels": 2,
  "grt_max_degree": 19,
  "hpwl_mm": 3.01,
  "worst_setup_hold_path_clk_slew_ps": 100,
  "finClkSkew_ps": 6.79,
  "slew_viol_final": 0,
  "synthCells": 235,
  "port_buf_inserts": 22,
  "floorplan.core_util": 0.315,
  "wire_per_inst_um": 11.5,
  "drive_gt1_frac": 0.0725,
  "final_layout_top_logic_cells": "sky130_fd_sc_hd__edfxtp_1, sky130_fd_sc_hd__nor2_1, sky130_fd_sc_hd__nand2_1",
  "syn_area_um2": 2640,
  "antenna_found_initial": 0,
  "static-leakage-power_nw": 1.11,
  "ctsLongestPathBuffers": 2,
  "drv_cap": 0,
  "final-seq-area_um2": 1540,
  "final-setup-viol-count": 0,
  "first_global_vias": 1633,
  "warnings": 30,
  "outcome": "finished, final reports clean",
  "power_density_over_the_cells_nw_per_um2": 316,
  "routabilityCongestion": 0.806,
  "vias_per_cell": 4.65,
  "max_stage_delay_ps": 550,
  "routed-via-count": 1707,
  "floorplan.die_area_um2": 9190,
  "clock_tree.root_cell": "sky130_fd_sc_hd__clkbuf_8",
  "postSynthAreaPerCell_um2": 11.2,
  "worstHoldPathType": "flop to flop",
  "die_width_um": 95.9,
  "ys_cells": 235,
  "synth_top_area_share": 0.523,
  "yosys.cell_types.count": 39,
  "post_cts_hold_buffer_count": 0,
  "grt_first_pass_wirelength_mm": 7.04,
  "cells_traversed_along_the_worst_timing_path": "inv_1, ha_1, xor2_1, nor4_1, mux2_2",
  "worstPathRequired_ps": 3860,
  "synthTopCellsByArea": "sky130_fd_sc_hd__edfxtp_1, sky130_fd_sc_hd__dfxtp_1, sky130_fd_sc_hd__nor2_1",
  "achievable-frequency_mhz": 481,
  "report.final.hold_viol_count": 0,
  "cp_slowest_cell": "sky130_fd_sc_hd__edfxtp_1",
  "numCtsBuffers": 5,
  "grt.met3_usage": 0.0201,
  "drt_pre_antenna_iters": 4
}
## metal layers
layer  vias to the layer above  share of wire  routed length, um
met1                       802           0.49               2080
met5                         -              0                  0
met4                         0         0.0038                 16
met3                         2          0.035                147
met2                        17           0.47               1960
li1                        886              -                  -
## cell usage after synthesis, types with 2 or more instances
master	count
sky130_fd_sc_hd__edfxtp_1	46
sky130_fd_sc_hd__nor2_1	34
sky130_fd_sc_hd__nand2_1	23
sky130_fd_sc_hd__inv_1	17
sky130_fd_sc_hd__nand3_1	14
sky130_fd_sc_hd__xnor2_1	14
sky130_fd_sc_hd__o21ai_0	11
sky130_fd_sc_hd__ha_1	9
sky130_fd_sc_hd__dfxtp_1	8
sky130_fd_sc_hd__nor3_1	8
sky130_fd_sc_hd__and3_1	5
sky130_fd_sc_hd__xor2_1	5
sky130_fd_sc_hd__clkbuf_1	3
sky130_fd_sc_hd__nand4_1	3
sky130_fd_sc_hd__nor4_1	3
sky130_fd_sc_hd__a211oi_1	2
sky130_fd_sc_hd__a21oi_1	2
sky130_fd_sc_hd__a22o_1	2
sky130_fd_sc_hd__a31oi_1	2
sky130_fd_sc_hd__and4_1	2
sky130_fd_sc_hd__mux2i_1	2
sky130_fd_sc_hd__mux4_2	2
sky130_fd_sc_hd__or3_1	2
## worst paths after layout
| path | start | end | slack [ps] | cells past startpoint |
|---|---|---|---|---|
| max | i_uart_rx.r_Bit_Index[0] | i_uart_rx.r_Rx_Byte[4] | 1720 | 5 |
| min | i_uart_rx.r_Rx_Data_R | i_uart_rx.r_Rx_Data | 340 | 0 |
| max reg2reg | i_uart_rx.r_Bit_Index[0] | i_uart_rx.r_Rx_Byte[4] | 1720 | 5 |
| min reg2reg | i_uart_rx.r_Rx_Data_R | i_uart_rx.r_Rx_Data | 340 | 0 |
## registers in the layout (all words and copies together), names as in the netlist
name / cells
i_uart_tx.r_SM_Main: 3
i_uart_tx.r_Tx_Data: 8
i_uart_rx.r_Rx_DV: 1
i_uart_rx.r_Bit_Index: 3
i_uart_tx.r_Tx_Done: 1
i_uart_tx.r_Tx_Active: 1
i_uart_tx.r_Bit_Index: 3
i_uart_rx.r_SM_Main: 3
i_uart_tx.r_Clock_Count: 10
i_uart_rx.r_Rx_Data: 1
i_uart_rx.r_Rx_Data_R: 1
i_uart_rx.r_Rx_Byte: 8
i_uart_rx.r_Clock_Count: 10
i_uart_tx.o_Tx_Serial: 1
## power breakdown
part	total, W	internal (W)	switching, W
clock network	0.000326	0.000133	0.000192
logic	0.0000116	0.00000931	0.00000228
registers	0.000636	0.000635	0.000000862
## cells by family after synthesis
| group | Yosys count | synth area share |
|---|---|---|
| buffers and inverters | 22 | 0.0346 |
| multiplexers | 5 | 0.0289 |
| flip-flops | 54 | 0.583 |
| XOR/XNOR | 19 | 0.0630 |
| AND/OR/NAND/NOR | 101 | 0.181 |
| adder cells (fa/ha/maj) | 9 | 0.0426 |
| AND-OR/OR-AND | 25 | 0.0663 |
## worst max-delay path: cells and delay by family, from the launching register on
family / cells / cell delay [ps]
adder cells (fa/ha/maj): 1 / 260
AND/OR/NAND/NOR: 1 / 310
buffers and inverters: 1 / 130
XOR/XNOR: 1 / 220
flip-flops: 1 / 550
multiplexers: 1 / 370
## final cells by class
cell class              count  share of cell area
inverters                  17              0.0207
flip-flops and latches     54               0.501
clock buffers               5              0.0224
repair buffers             24              0.0765
clock inverters             3             0.00814
multi-input cells         159               0.328
well taps                 105              0.0427
## through the flow
| stage | area, um^2 | utilization | std cells | total power [W] | hold slack [ps] |
|---|---|---|---|---|---|
| after floorplan | 2640 | - | 235 | 0.000650 | 310 |
| after global routing | 3080 | 0.367 | 367 | 0.00101 | 347 |
| after CTS | 3080 | 0.367 | 367 | 0.000991 | 340 |
| final | 3080 | 0.367 | 367 | 0.000973 | 340 |
| after global placement | 2980 | 0.356 | 359 | 0.000661 | 317 |
| after detailed placement | 2980 | 0.356 | 359 | 0.000661 | 316 |
Power figures rest on the tool's default switching activity, not on a simulated workload.
